==> ./design.v <==
module ManipulaClock (input clock, input reset, output reg sys_clock);
integer contador = 0;
always @(posedge clock or posedge reset)
begin
	if (reset)
	begin
		contador <= 0;
		sys_clock = 0;
	end
	else
	begin
		if (contador<5)
		begin
			contador = contador + 1;
		end
		else
		begin
			sys_clock = ~sys_clock;
			contador = 1;
		end
	end
end
endmodule
==> ./run.sh <==
#!/bin/bash
# OpenROAD 26Q1-2900-gdf79404cd8, Yosys 0.63+post, stock flow scripts
make -C /OpenROAD-flow-scripts/flow DESIGN_CONFIG=/design/flow/config.mk WORK_HOME=/design/flow/orfs finish
==> ./config.mk <==
export PLATFORM = sky130hd
export DESIGN_NAME = ManipulaClock
export DESIGN_NICKNAME = ManipulaClock
export VERILOG_FILES = /design/flow/design.v
export SDC_FILE = /design/flow/constraint.sdc
export NUM_CORES = 4
export LEC_CHECK = 1
export CORE_UTILIZATION = 40
==> ./constraint.sdc <==
current_design ManipulaClock

set clk_period 3.8
set clk_io_pct 0.2

create_clock -name clk0 -period $clk_period [get_ports {clock}]

set non_clock_inputs [all_inputs -no_clocks]
set_input_delay [expr $clk_period * $clk_io_pct] -clock clk0 $non_clock_inputs
set_output_delay [expr $clk_period * $clk_io_pct] -clock clk0 [all_outputs]
==> flow_metrics.tcl <==
# metrics dict for downstream scripts
set metrics [dict create \
    hold-path-endpoint "sys_clock" \
    edf_count 0 \
    finalWeightedCongestion 0.9348 \
    reg2reg_slack_ns 1.53 \
    warning_count 26 \
    grt_pass1_wl_um 6693 \
    tns_ns 0 \
    yosys_warnings 1 \
    die_y_um 69.70 \
    drc 0 \
    hold_buffers 0 \
    antennaDiodeCount 0 \
    r2r_cells 5 \
    worstSetupEndpointType "flip-flop" \
    cts_tree "done" \
    total_leakage_power_nw 0.7858 \
    hold_viol_final 0 \
    hold_path_startpoint "sys_clock" \
    ios 3 \
    max_freq_ghz 0.4413 \
    synth_cells 187 \
    max_slew_margin_pct 62.05 \
    cpPeakStageDelay_ns 0.56 \
    critical_path_class "flip-flop to flip-flop" \
    via_per_inst 5.926 \
    worst_slew_pin_slew_ns 0.5675 \
    synth.distinct_cells 33 \
    drtIter0Drc 89 \
    flop_cell "dfrtp_1" \
    drive_gt1_share_pct 7.895 \
    arrival_ns 2.49 \
    timing.final.crit_share_pct 59.63 \
    fp_util_pct 41.81 \
    numCtsBuffers 5 \
    grt_pass1_vias 1409 \
    slowest_stage "or4_4" \
    skew_ns 0.007420 \
    async_flop_share_pct 100.0 \
    cp.required_ns 4.02 \
    path_clk_slew_ns 0.07 \
    rr_startpoint "contador[29]" \
    critPathLaunchType "flip-flop" \
    yosys_area_mm2 0.001833 \
    post_cts_resized 0 \
    yosysSeqAreaShare_pct 45.05 \
    fin_crit_ns 2.266 \
    antenna_found_initial 0 \
    clkLatencyLatePin_ns 0.28 \
    routedWlPerCell_um 15.23 \
    die_w_um 69.70 \
    critPathMaxFanout 18 \
    dpl_cell_area_mm2 0.001867 \
    comb_area_um2 922.1 \
    io_buffers 2 \
    grt_util_all_layers_pct 17.42 \
    clockRootBuffer "clkbuf_8" \
    flop_area_um2 825.8 \
    routed_wl_um 3685 \
    dp_hpwl_um 2648 \
    syn-cell-area_mm2 0.001833 \
    design_area_mm2 0.001947 \
    post_synth.cell_area_avg_um2 9.802 \
    ir_worst_vdd_mv 0.2463 \
    area_delta_synth_final_pct 6.212 \
    holdPathStages 1 \
    clock-sinks 33 \
    grt_max_degree 34 \
    globalRouteOverflowTotal 0 \
    timing.rr.end "contador[1]" \
    path_cells "or4_4 > a2111oi_4 > a41oi_4 > buf_4 > and2b_2" \
    ys.flops 33 \
    hold_path.class "flip-flop to flip-flop" \
    core_area_mm2 0.004384 \
    post_cts_buffers 0 \
    cts_buffer_depth 2 \
    synth_stat.cells 187 \
    num_vias 1434 \
    setup_violations 0 \
    drv_slew 0 \
    firstDrtPassIters 4 \
    nFillCells 405 \
    drv_cap 0 \
    rsz0062_at_grt "false" \
    h-tree-depth 2 \
    drtAntennaViolNets 0 \
    chip_area_mm2 0.004857 \
    status "finished, final reports clean" \
    power.density_mw_per_mm2 310.1 \
    rows 24 \
]
-- kinds of logic (layout without fill, tap and decap cells) --
logic type	Yosys count	after routing	share of synthesized area (%)
simple gates	90	90	28.67
compound gates	33	33	13.11
flops	33	33	45.05
xor+xnor	15	15	7.167
buf+inv	14	17	4.642
fa+ha+maj	2	2	1.365
-- power breakdown --
part | switching [W] | total, W | internal (W)
Sequential | 0 | 0.000351 | 0.000351
Combinational | 0.00000647 | 0.00000812 | 0.00000164
Clock | 0.000114 | 0.000244 | 0.000130
-- area by class of cell --
| cell class | instances | share of cell area [%] |
|---|---|---|
| clock buffer | 8 | 4.113 |
| inverter | 5 | 0.9640 |
| multi-input combinational | 140 | 47.36 |
| sequential | 33 | 42.42 |
| tap | 52 | 3.342 |
| timing repair buffer | 4 | 1.799 |
-- metrics by stage --
step | util, % | setup WS (ns) | hold WS, ns | power [W] | cells
floorplan | - | 1.901 | 0.4204 | 0.0003630 | 187
global placement | 42.58 | 1.596 | 0.4650 | 0.0003665 | 234
detailed placement | 42.58 | 1.541 | 0.4603 | 0.0003666 | 234
CTS | 44.41 | 1.530 | 0.4734 | 0.0006135 | 242
global route | 44.41 | 1.463 | 0.4933 | 0.0006337 | 242
finish | 44.41 | 1.534 | 0.4687 | 0.0006037 | 242
-- Yosys cell counts (2+ instances only) --
master | instances | area share, %
nor2_1 | 17 | 3.5
o31ai_1 | 8 | 3.3
a21oi_1 | 14 | 3.8
o21ai_0 | 7 | 1.9
nor4_1 | 6 | 2.0
nand2_1 | 9 | 1.8
clkbuf_1 | 2 | 0.41
nand4_1 | 8 | 2.7
nand3_1 | 16 | 4.4
ha_1 | 2 | 1.4
inv_1 | 5 | 1.0
buf_2 | 2 | 0.55
buf_4 | 2 | 0.82
xnor2_1 | 6 | 2.9
dfrtp_1 | 33 | 45
and4_1 | 9 | 4.3
or3_1 | 7 | 2.4
buf_6 | 3 | 1.8
xor2_1 | 9 | 4.3
or4_1 | 7 | 2.9
and3_1 | 3 | 1.0
-- critical path, delay by kind of cell, from the launching register on --
kind | cells | cell delay (ns)
compound gates | 2 | 0.71
buf+inv | 1 | 0.32
flops | 1 | 0.40
simple gates | 2 | 0.77
-- placed cells by master, fill, tap and decap left out, types with 8 or more instances in the layout --
| master | netlist | layout |
|---|---|---|
| a21oi_1 | 14 | 14 |
| o31ai_1 | 8 | 8 |
| and4_1 | 9 | 9 |
| xor2_1 | 9 | 9 |
| nand4_1 | 8 | 8 |
| nand3_1 | 16 | 16 |
| nor2_1 | 17 | 17 |
| nand2_1 | 9 | 9 |
| dfrtp_1 | 33 | 33 |
-- sequential cells by signal (all words and copies together) (netlist names) --
signal,cells
contador,32
sys_clock,1
-- how the worst max path moves through the flow --
stage | slack, ns | start | cells past startpoint | end
final | 1.53 | contador[29] | 5 | contador[1]
after global routing | 1.46 | contador[21] | 5 | contador[1]
after CTS | 1.53 | contador[29] | 5 | contador[1]
-- layer usage --
| layer | track usage (%) | share of wire, % | up-vias |
|---|---|---|---|
| li1 | - | - | 705 |
| met4 | 3.778 | 2.7 | 0 |
| met3 | 3.097 | 3.0 | 9 |
| met5 | 0 | 0 | - |
| met2 | 26.11 | 44 | 25 |
| met1 | 27.80 | 50 | 695 |
Power figures rest on the tool's default switching activity, not on a simulated workload.
