===== flow/design.v =====
module ULA(input reset, input [4:0] ALU_op, input Imm, input [31:0] Lido1, input [31:0] Lido2, input [31:0] estendido, output reg True, output reg [31:0] Resultado);
always @(Lido1 or Lido2 or estendido or ALU_op or reset)
begin
	if (reset)
	begin
		Resultado = 0;
		True = 0;
	end
	else
	begin
		True = 0;
		case(ALU_op)
			0:  
			begin
				if (Imm)
				begin
					Resultado = Lido1 + estendido;
				end
				else Resultado = Lido1 + Lido2;
			end
			1:  
			begin
				if (Imm)
				begin
					Resultado = Lido1 - estendido;
				end
				else Resultado = Lido1 - Lido2;
			end
			2:  
			begin
				Resultado = Lido1 * 2;
			end
			3:  
			begin
				Resultado = Lido1 / 2;
			end
			4:  
			begin
				Resultado = Lido1 & Lido2;
			end
			5:  
			begin
				Resultado = Lido1 | Lido2;
			end
			6:  
			begin
				Resultado = ~Lido1;
			end
			7:  
			begin
				if (Lido1 == Lido2) begin
					Resultado = 1;
					True = 1;
				end
				else begin
					Resultado = 0;
					True = 0;
				end
			end
			8:  
			begin
				if (Imm)
				begin
					if(Lido1 < estendido) 
					begin
						Resultado = 1;
						True = 1;
					end
					else 
					begin
						Resultado = 0;
						True = 0;
					end
				end
				else if (Lido1 < Lido2) begin
					Resultado = 1;
					True = 1;
				end
				else begin
					Resultado = 0;
					True = 0;
				end
			end
			9:  
			begin
				if (Lido1 != Lido2) begin
					Resultado = 1;
					True = 1;
				end
				else begin
					Resultado = 0;
					True = 0;
				end
			end
			10:
			begin
				True = 1;
			end
		endcase
	end
end
endmodule

===== flow/run.sh =====
#!/bin/bash
# OpenROAD 26Q1-2900-gdf79404cd8, Yosys 0.63+post, stock flow scripts
make -C /OpenROAD-flow-scripts/flow DESIGN_CONFIG=/design/flow/config.mk WORK_HOME=/design/flow/orfs finish

===== flow/config.mk =====
export PLATFORM = sky130hd
export DESIGN_NAME = ULA
export DESIGN_NICKNAME = ULA
export VERILOG_FILES = /design/flow/design.v
export SDC_FILE = /design/flow/constraint.sdc
export NUM_CORES = 4
export LEC_CHECK = 1
export CORE_UTILIZATION = 30

===== flow/constraint.sdc =====
current_design ULA

set clk_period 19.5
set clk_io_pct 0.2

create_clock -name clk0 -period $clk_period

set non_clock_inputs [all_inputs -no_clocks]
set_input_delay [expr $clk_period * $clk_io_pct] -clock clk0 $non_clock_inputs
set_output_delay [expr $clk_period * $clk_io_pct] -clock clk0 [all_outputs]

==> results.txt <==
Update from the flow run.

The initialized floorplan defines 62 standard-cell rows. The core utilization before placement is 0.308. The flow ran to the end, and the final reports show no timing, DRC or antenna violations. The number of antenna diodes in the final layout is 0. The placed cell area is ~11,000 um^2. For reference, the top cells by count after synthesis are sky130_fd_sc_hd__ha_1, sky130_fd_sc_hd__inv_1, sky130_fd_sc_hd__nand2_1.

The number of global-route vias before repair was about 9,000. Looking at the max-slew report, the worst-margin pin has a slew of slightly above 900 ps. The ratio of final minimum period to clock period is 0.596.

The chip area estimate from yosys synthesis is 8900 um^2. The worst hold path passes through 4 cells. Setup repair after global routing left no endpoint under its margin. The number of different library cells used by synthesis comes to 92. The combined buffer and inverter count along the critical path is 4. The script logs the ratio of routed vias to standard cells as 5.51. Yosys reported a register bit count of 32. In the per-layer breakdown of the detailed-route log, met1 shows approximately 16 mm.

Summing internal, switching and leakage power gives around 0.0003 W. The stage logs contain a warning count of approximately 96. The yosys cell count is between 1,000 and 1,500. The number of fill cells is 3,019. Routed signal wires occupy layers up through met4. In the final layout, the share of cells above drive strength 1 is 0.0461. For hold timing, the worst endpoint is True. The final period demand of the worst path is between 10,000 and 15,000 ps. The count of endpoints without a timing constraint is roughly 64. The longest individual stage delay on the worst path is between 400 and 500 ps. The warning tally printed by Yosys for this design is 1. Headroom to the max-slew limit came out at 0.376. Once detail routing completed, the nets flagged for antenna violations numbered 0. The power density of the placed cells is 28.3 nW/um^2. The final total negative setup slack is 0 ps. The routability congestion estimate is approximately 0.97. The amount of wire on met3 after detailed routing is 2.58 mm. The startpoint kind of the worst setup timing path is an input pin. The critical path is of the in2out type. The synthesis stats list as the most numerous cell sky130_fd_sc_hd__ha_1. The global-route wire length before repair is approximately 52 mm. Per STA, the worst path accumulates the most delay in the family AND-OR/OR-AND gates. The die outline width is between 150 and 200 um. The total iterations of the first detailed-routing run is 8.

By area the synthesized netlist is led by sky130_fd_sc_hd__ha_1, sky130_fd_sc_hd__a21oi_1, sky130_fd_sc_hd__inv_1, sky130_fd_sc_hd__dlxtn_1, sky130_fd_sc_hd__nand2_1. The total I/O pin count is between 100 and 150. The critical hold path startpoint is ALU_op[1]. Traced cell by cell, the critical path runs through clkdlybuf4s50_1, inv_1, ha_1, inv_1, fa_1, a211oi_1, nor4b_2, o2111ai_1, a211oi_1, nor2_1, o21ai_2, a31oi_1, nor3_1, a21oi_1, clkdlybuf4s50_1. The worst path required time is 15,600 ps. The initial antenna violation count came to 0. The biggest fanout along the worst timing path is 5. The floorplan step defined a die boundary enclosing 30,400 um^2. The timing-limited maximum frequency is about 86 MHz. After legalization and detailed placement, the total HPWL measured between 20 and 30 mm. After detailed routing, the met2 layer carries around 14 mm of wire. The area fraction of the largest cell type after synthesis is 0.223.

The post-synthesis to final-layout area growth is 18.9%. The post-synth count of flops with an enable pin is 0. Input and output buffers added on the ports amount to roughly 140. The wire length recorded after detailed routing is 32.8 mm.

Entering global routing, the biggest net connects 82 pins. The count of endpoints failing hold in the final timing report is 0. The synthesized netlist cell count is 1,269. After detailed routing, the number of remaining DRC violations is 0. For this run, the final setup violation count is recorded as 0. The timer found 32 register pins that no clock reaches; their paths are not timed. The die boundary height is between 150 and 200 um. The worst supply voltage drop on vdd is 0.0000143 V. The most common flop cell mapped by yosys is sky130_fd_sc_hd__dlxtn_1. The leakage component of the power is 4.66 nW.

The residual overflow from global routing is 0. Per the detail_route report, the via count comes to about 9,600. The overall global routing resource usage is 0.217.

The top cell type by total area after synthesis is sky130_fd_sc_hd__ha_1. The cts-stage hold buffer count is 0. The worst setup path is captured at an output pin.

The quantity of gates resized following cts is 0. The number of max-slew violations in the final report is 0. Per the post-synthesis stats, the area per cell is between 7 and 8 um^2. Summing every instance area after synthesis gives ~9000 um^2. The data arrival time reported for the critical path is slightly below 8000 ps. The slowest stage cell on the critical path is sky130_fd_sc_hd__clkdlybuf4s50_1. The tool flagged a number of max-cap violations equal to 0. For this run, asynchronously set or reset flops after synthesis account for 0. The floorplan step defined a core boundary enclosing between 20,000 and 30,000 um^2. The number of buffers inserted to repair setup after CTS is 0. The register with the most flip-flops in the layout has 32 of them. The post-route cell area is between 10,000 and 15,000 um^2. The wire length per cell is roughly 19 um. Detailed-route iteration 0 reported a violation count of 864. The worst min-delay path category is in2out.
## cells by family after synthesis
family	synth area share
latches	0.0540
AND/OR/NAND/NOR	0.178
XOR/XNOR	0.0738
multiplexers	0.0136
adder cells (fa/ha/maj)	0.230
buffers and inverters	0.0894
AND-OR/OR-AND	0.361
## worst max path at each step
| stage | startpoint | endpoint | slack [ps] | depth (start not counted) |
|---|---|---|---|---|
| final | Lido1[0] | True | 7880 | 15 |
| after global routing | Lido1[0] | True | 7630 | 15 |
| after CTS | Lido1[0] | True | 7890 | 15 |
## placed cells by master, fill, tap and decap left out, types with 11 or more instances in the layout
cell and count:
sky130_fd_sc_hd__dlxtn_1 32, sky130_fd_sc_hd__ha_1 159, sky130_fd_sc_hd__mux2i_1 11, sky130_fd_sc_hd__nand2b_1 14, sky130_fd_sc_hd__xor2_1 31, sky130_fd_sc_hd__nor2_1 81
sky130_fd_sc_hd__o211ai_1 32, sky130_fd_sc_hd__nand3_1 26, sky130_fd_sc_hd__xnor2_1 44, sky130_fd_sc_hd__a21oi_1 118, sky130_fd_sc_hd__a22oi_1 11, sky130_fd_sc_hd__nor3_1 15
sky130_fd_sc_hd__inv_1 137, sky130_fd_sc_hd__a221oi_1 26, sky130_fd_sc_hd__o21ai_0 88, sky130_fd_sc_hd__buf_4 15, sky130_fd_sc_hd__a21o_1 29, sky130_fd_sc_hd__a31oi_1 12
sky130_fd_sc_hd__nand2_1 123, sky130_fd_sc_hd__a211oi_1 19, sky130_fd_sc_hd__clkdlybuf4s50_1 135, sky130_fd_sc_hd__o31ai_1 15
## layout make-up
type	instances	area, um^2	share of cell area
multi-input combinational	1046	7640	0.722
timing repair buffer	150	1460	0.138
inverter	138	518	0.0489
sequential	32	480	0.0454
tap	384	480	0.0454
## metal layers
metal  track usage  vias up
met4        0.0256        0
met1         0.331     4450
li1              -     4825
met3        0.0392       25
met2         0.324      345
met5             0        -
## power breakdown
group	switching (W)	internal, W
clock	0	0
sequential	0.000000857	0.00000810
combinational	0.000169	0.000122
## per-stage QoR
| step | utilization | setup slack [ps] | cells | hold WS (ps) |
|---|---|---|---|---|
| 2_1_floorplan | - | 9640 | 1269 | 7950 |
| 3_3_place_gp | 0.366 | 7980 | 1750 | 9000 |
| 3_5_place_dp | 0.366 | 7930 | 1750 | 9000 |
| 4_1_cts | 0.366 | 7890 | 1750 | 9020 |
| 5_1_grt | 0.366 | 7630 | 1750 | 9110 |
| 6_report | 0.366 | 7880 | 1750 | 9020 |
No activity file was given, so power comes from the tool's default toggle rates.
