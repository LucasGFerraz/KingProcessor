==> design/flow/design.v <==
module BancoDeRegistradoresDeDados(LerReg1, LerReg2,
											  EscReg, Dado, Lido1, 
											  Lido2, Lido3, reset, sys_clock, RegWrite);
input sys_clock, RegWrite; 
input reset;
input [4:0] LerReg1;  
input [4:0] LerReg2;  
input [4:0] EscReg;  
input [31:0] Dado;  
output [31:0] Lido1; 
output [31:0] Lido2; 
output [31:0] Lido3; 
reg[31:0] RegDado[31:0];
assign Lido1 = RegDado[LerReg1];
assign Lido2 = RegDado[LerReg2];
assign Lido3 = RegDado[EscReg];
always @(negedge sys_clock) 
begin
	if (reset)
	begin
		RegDado[0] <= 32'b00000000_00000000_00000000_00000000;
	end
	else if (RegWrite && (EscReg!=0)) 
	begin
		RegDado[EscReg]<=Dado;
	end
end
endmodule
==> design/flow/run.sh <==
#!/bin/bash
# OpenROAD 26Q1-2900-gdf79404cd8, Yosys 0.63+post, stock flow scripts
make -C /OpenROAD-flow-scripts/flow DESIGN_CONFIG=/design/flow/config.mk WORK_HOME=/design/flow/orfs finish
==> design/flow/config.mk <==
export PLATFORM = sky130hd
export DESIGN_NAME = BancoDeRegistradoresDeDados
export DESIGN_NICKNAME = BancoDeRegistradoresDeDados
export VERILOG_FILES = /design/flow/design.v
export SDC_FILE = /design/flow/constraint.sdc
export NUM_CORES = 4
export LEC_CHECK = 1
export CORE_UTILIZATION = 50
==> design/flow/constraint.sdc <==
current_design BancoDeRegistradoresDeDados

set clk_period 19.5
set clk_io_pct 0.2

create_clock -name clk0 -period $clk_period [get_ports {sys_clock}]

set non_clock_inputs [all_inputs -no_clocks]
set_input_delay [expr $clk_period * $clk_io_pct] -clock clk0 $non_clock_inputs
set_output_delay [expr $clk_period * $clk_io_pct] -clock clk0 [all_outputs]
==> results.ini <==
[layout]
layout_top_cell = mux2i_1
regMostFlops = RegDado
largest_reg_flops = 1024
area_delta_synth_final_pct = 18.7
layout_top_cells = 1536 x mux2i_1, 1043 x inv_1, 1024 x edfxtp_1
top_regs = RegDado: 1024 flops
drive_gt1_share_pct = 7.46

[synth]
synth_warnings = 1
netlist_area_um2 = 57600
synthSimpleGateAreaFrac_pct = 7.27
avgSynthCellArea_um2 = 12.5
ys_cells = 4595
ys.flops = 1024
ys_chip_area_um2 = 57600
ys_sh_adder_pct = 0
mux_share_pct = 26.7
edf_count = 1024
flop_cell = edfxtp_1
syn-instance-count = 4595
yosysUniqueCellTypes = 24
async_flop_share_pct = 0
xor_share_pct = 0
aoi_share_pct = 8.82
ys_seq_share_pct = 53.4
ys_top_logic_family = multiplexers

[worst_hold_path]
holdPathEnd = Lido3[8]
hold_path_class = primary input to output port
holdPathStages = 6
holdCritStartpoint = EscReg[1]

[clock_network]
cts_tree = yes
cts-root-buf = clkbuf_16
postCtsSetupRepairBufs = 0
clk_path_buf_depth = 3
cts.hold.buffers_added = 0
ctsResizeCount = 0
cts_buffers = 118
clk_pin_slew_ns = 0.03
cts.htree.levels = 3
numClockSinks = 1024

[floorplan]
die_h_um = 341
rows = 124
fp-utilization_pct = 50.4
dieArea_um2 = 117000
die-width_um = 341
pin_count = 146
coreArea_um2 = 114000

[grt]
antenna_found_initial = 3
grt_max_degree = 93
grt_pass1_vias = 48100
grt_pass1_wl_mm = 303
grtUsageTotal_pct = 39.1
grt_overflow_total = 0

[pwr]
p_leak_nw = 28.4
totalPowerFinal_mw = 6.15
swShare_pct = 30.1
p_switching_mw = 1.85
pwr-share-clk_pct = 50.9
ir_drop_mv = 0.0899
cellPowerDensity_nw_per_um2 = 89.9
intPower_mw = 4.30
comb_power_share_pct = 9.0
pwr-share-seq_pct = 40.1

[timing]
finalSetupViolations = 0
worstMarginPinSlew_ns = 0.958
tns_ns = 0
max_slew_margin_pct = 36.0
final-hold-violation-count = 0
rsz0062_at_grt = false
slew_viol_final = 0

[worst_setup_path]
required_ns = 10.08
worstPathMaxFanout = 34
crit_type = primary input to flop
arrival_ns = 7.24
startpoint_type = primary input
crit_path_max_incr_delay_ns = 0.77
crit_path_end_kind = flop
crit_path_top_delay_cell = clkdlybuf4s50_1
worstPathCellList = clkdlybuf4s50_1 -> or3_4 -> o31a_4 -> a21oi_4 -> buf_4

[routing]
drt-initial-drc-count = 3373
firstDrtPassIters = 6
routedWlPerCell_um = 29.1
wirelength_mm = 212
viasPerCell = 6.21
vias = 45200
antenna_left = 0
drc = 0

[job]
tool_warnings = 1027
cap_viol_max_count = 0

[place]
place_hpwl_mm = 116
gp_congestion = 0.907
portBuffers = 145

[run_status]
status = finished, final reports clean

-- worst max path at each step --
stage          from             end  cells after the start
5_1_grt   EscReg[2]  RegDado[3][17]                      5
4_1_cts   EscReg[2]  RegDado[3][16]                      5
6_report  EscReg[2]  RegDado[3][16]                      5
-- per-stage QoR --
| step | hold WS (ns) | cells | worst slack, ns | utilization, % | instance area, um^2 |
|---|---|---|---|---|---|
| 2_1_floorplan | 7.97 | 4595 | 2.33 | - | 57600 |
| 3_3_place_gp | 9.02 | 6033 | 2.24 | 52.9 | 60500 |
| 3_5_place_dp | 9.02 | 6033 | 2.19 | 52.9 | 60500 |
| 4_1_cts | 9.01 | 7279 | 2.95 | 59.8 | 68400 |
| 5_1_grt | 9.05 | 7279 | 2.75 | 59.8 | 68400 |
| 6_report | 9.00 | 7282 | 2.84 | 59.8 | 68400 |
-- logic make-up after synthesis --
group | after synthesis
buf+inv | 384
flops | 1024
compound gates | 772
mux | 1536
simple gates | 879
-- final cells by class --
class	count	area, um^2
Antenna cell	3	7.51
Clock buffer	118	2950
Clock inverter	1129	4980
Fill cell	8929	46000
Multi-Input combinational cell	3187	25000
Sequential cell	1024	30700
Tap cell	1512	1890
Timing Repair Buffer	309	2770
-- Yosys cell counts (all sizes together), types with 2 or more instances --
master  instances  share of area [%]
buf           263                3.0
nor2b          12               0.13
mux2i        1536                 27
nor2           38               0.25
and2           37               0.40
nand3         387                3.4
nand2b          8              0.087
a22oi         480                6.3
nand4          96                1.0
nand2         297                1.9
nand3b          2              0.026
a21oi         290                2.5
edfxtp       1024                 53
clkbuf        120               0.79
-- power by group through the flow --
| stage | Sequential, mW | Combinational, mW | Clock [mW] |
|---|---|---|---|
| CTS | 2.47 | 0.540 | 3.20 |
| global route | 2.46 | 0.573 | 3.45 |
| finish | 2.47 | 0.553 | 3.13 |
-- critical path: cells and delay by family --
| family | cells | cell delay [ns] |
|---|---|---|
| AND-OR/OR-AND | 2 | 1.20 |
| buffers and inverters | 2 | 1.48 |
| AND/OR/NAND/NOR | 1 | 0.62 |
-- layer usage --
metal / up-vias / wire length (um) / global-route usage, %
met5: - / 253 / 2.04
met4: 16 / 8570 / 17.1
met3: 513 / 34300 / 27.5
met2: 2941 / 93800 / 53.0
met1: 21600 / 75400 / 49.4
li1: 20200 / - / -
Power is estimated from default activity; no workload was simulated.
